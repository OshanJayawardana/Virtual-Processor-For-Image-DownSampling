`/design/flow/design.v`:
```
`timescale 1ns / 1ps
module AC(
input [15:0] in_bus,
    input Read,
    input Write,
    input clk,
    output reg [15:0] out_bus
    );
    reg [15:0] register;
    initial begin
        register = 16'b110;
    end
    always@(posedge clk)
            begin
                if (Read) begin
                    out_bus <= register;
                end 
                if (Write) begin
                    register <= in_bus;
                end
            end
endmodule
```
`/design/flow/run.sh`:
```
#!/bin/bash
# OpenROAD 26Q1-2900-gdf79404cd8, Yosys 0.63+post, stock flow scripts
make -C /OpenROAD-flow-scripts/flow DESIGN_CONFIG=/design/flow/config.mk WORK_HOME=/design/flow/orfs finish
```
`/design/flow/config.mk`:
```
export PLATFORM = sky130hd
export DESIGN_NAME = AC
export DESIGN_NICKNAME = AC
export VERILOG_FILES = /design/flow/design.v
export SDC_FILE = /design/flow/constraint.sdc
export NUM_CORES = 4
export LEC_CHECK = 1
export CORE_AREA = 10 10 86 86
export DIE_AREA = 0 0 96 96
```
`/design/flow/constraint.sdc`:
```
current_design AC

set clk_period 1.0
set clk_io_pct 0.2

create_clock -name clk0 -period $clk_period [get_ports {clk}]

set non_clock_inputs [all_inputs -no_clocks]
set_input_delay [expr $clk_period * $clk_io_pct] -clock clk0 $non_clock_inputs
set_output_delay [expr $clk_period * $clk_io_pct] -clock clk0 [all_outputs]
```
==> flow_summary.ini <==
; generated from flow reports
[outcome]
outcome = finished clean

[power_and_ir_drop]
power.density_nw_per_um2 = 2000
p_leak_nw = 0.521
vdd_ir_drop_max_uv = 629

[synth]
most_common_cell = edfxtp_1
yosys_area_um2 = 961
ys_cells = 32
top_cells_by_area = edfxtp_1
yosysTopAreaCell = edfxtp_1
async_flop_share_pct = 0
ys_ff = 32
top_area_share_pct = 100
post_synth_instance_area_um2 = 961
syn_area_per_cell_um2 = 30.0
ys.warnings.count = 1
synthTopCellsByCount = edfxtp_1
edf_count = 32
ys.flop_type = edfxtp_1
yosys.cell_types.count = 1
syn_inst = 32
synth_seq_share_pct = 100

[clocking]
cts_made_buffers = 5
clkSlewWorstSetupHoldPaths_ps = 60
clock_path_buffers = 2
clock_sinks = 32
worst_skew_pair.late_latency_ps = 270
root_buffer = clkbuf_8
htree_levels = 2
cts_tree = done
cts_setup_buffers = 0

[worst_setup_path]
r2r_end = out_bus[0]$_DFFE_PP_
crit_path_start = out_bus[4]$_DFFE_PP_
crit_type = reg2out
critPathRequiredTime_ps = 800
path_delay_family = flip-flops
worst_path_largest_cell_delay_ps = 360
cp_slowest_cell = edfxtp_1
cp-start-kind = flip-flop
critPathBufInv = 1
r2r-start = register[0]$_DFFE_PP_
crit_chain = buf_2
crit_path_end = out_bus[4]
critPathArrivalTime_ps = 760
worst-path-stages = 1
rr_worst_depth = 0
setup.worst_path.end_class = output port
crit_fanout = 1
ff2ff_setup_slack_ps = 360

[grt]
grt_start_max_net_pins = 17
grtUsageTotal_pct = 3.96
grt_pass1_vias = 500
grt_pass1_wl_mm = 2.63
gr-total-overflow = 0
antenna_found_initial = 0

[route]
drtIter0Drc = 5
num_antenna_cells = 0
avgRoutedWirePerCell_um = 11.8
vias = 437
viasPerCell = 2.95
route.detailed.drc = 0
drtAntennaViolNets = 0
wl_mm = 1.74
firstDrtPassIters = 2

[floorplanning]
core_um2 = 5540
die_y_um = 96
rows = 27
die_w_um = 96
fp_util_pct = 17.3
ios = 35
chip_area_um2 = 9220

[placement]
place_ws_ps = -173
gp_congestion = 0.700
port_buffers = 34
place_area_um2 = 1430

[layout]
logic_gates = 0
logic_area_um2 = 0
finish.utilization_pct = 26.3
syn_to_final_growth_pct = 51.8
layout-drive-gt1-share_pct = 32.9
design_area_um2 = 1460

[final_timing]
hold_viol = 0
timing.final.crit_share_pct = 96.2
maxSlewViolCount = 0
worst_clock_skew_ps = 0.864
setup_viol = 0
tightestPinTransition_ps = 119
period_needed_ps = 962
timing.hold.ws_ps = 418
maxSlewHeadroom_pct = 92.0
timing.fmax_ghz = 1.04
rsz0062_at_grt = true
finalWorstSetupSlack_ps = 38.4

[run]
maxCapViolations = 0
warnings = 26

[hold_path]
worstHoldPathType = reg2reg
-- sequential cells by signal, summed over array words and instances, names as in the netlist --
| register | count |
|---|---|
| register | 16 |
| out_bus | 16 |
-- worst min-delay path by stage --
stage | startpoint | end | slack (ps) | depth (start not counted)
after CTS | register[2]$_DFFE_PP_ | out_bus[2]$_DFFE_PP_ | 420 | 0
after global routing | register[12]$_DFFE_PP_ | out_bus[12]$_DFFE_PP_ | 420 | 0
final | register[2]$_DFFE_PP_ | out_bus[2]$_DFFE_PP_ | 420 | 0
-- per-layer routing --
layer	GRT usage [%]	part of all wire, %	vias to the layer above	routed length [µm]
met5	0	0	-	0
met1	3.77	33	196	566
li1	-	-	214	-
met4	0.614	0.58	0	10
met3	3.07	14	2	244
met2	6.73	53	25	917
-- where the power goes --
part | total (mW) | internal, mW | switching [mW] | leakage [nW]
clock | 1.15 | 0.738 | 0.417 | 0.0552
sequential | 1.61 | 1.59 | 0.0196 | 0.313
combinational | 0.149 | 0.102 | 0.0464 | 0.152
total | 2.91 | 2.43 | 0.483 | 0.521
-- cell type report --
type	count	area, µm²
clock inverters	2	35.0
well taps	72	90.1
clock buffers	6	72.6
repair buffers	36	300
fillers	563	4080
flip-flops and latches	32	961
-- metrics by stage --
| stage | total power [mW] | std cells | setup TNS [ps] |
|---|---|---|---|
| final | 2.91 | 148 | 0 |
| after detailed placement | 1.84 | 140 | -5430 |
| after global routing | 3.04 | 148 | -29.2 |
| after CTS | 2.95 | 148 | 0 |
| after global placement | 1.83 | 140 | -5340 |
| after floorplan | 1.63 | 32 | 0 |
-- layout by cell type (no fill, tap or decap) --
master / instances
clkbuf_8: 5
buf_12: 2
clkdlybuf4s50_1: 18
bufinv_16: 1
edfxtp_1: 32
buf_2: 16
clkinv_2: 1
clkbuf_1: 1
-- logic make-up (layout without fill, tap and decap cells) --
kind of cell  after synthesis  after routing  share of synthesized area (%)
flops                      32             32                            100
buf+inv                     0             44                              0
-- timing repair --
item,in CTS,in global routing
hold buffers,0,0
setup endpoints to repair,16,5
gates resized,51,0
No activity file was given, so power comes from the tool's default toggle rates.
