`flow/constraint.sdc`:
```
current_design CPU

set clk_period 12.9
set clk_io_pct 0.2

create_clock -name clk0 -period $clk_period [get_ports {clk}]

set non_clock_inputs [all_inputs -no_clocks]
set_input_delay [expr $clk_period * $clk_io_pct] -clock clk0 $non_clock_inputs
set_output_delay [expr $clk_period * $clk_io_pct] -clock clk0 [all_outputs]
```
`flow/run.sh`:
```
#!/bin/bash
# OpenROAD 26Q1-2900-gdf79404cd8, Yosys 0.63+post, stock flow scripts
make -C /OpenROAD-flow-scripts/flow DESIGN_CONFIG=/design/flow/config.mk WORK_HOME=/design/flow/orfs finish
```
`flow/config.mk`:
```
export PLATFORM = sky130hd
export DESIGN_NAME = CPU
export DESIGN_NICKNAME = CPU
export VERILOG_FILES = /design/flow/design.v
export SDC_FILE = /design/flow/constraint.sdc
export NUM_CORES = 4
export LEC_CHECK = 1
export CORE_UTILIZATION = 50
```
`flow/design.v`:
```
`timescale 1ns / 1ps
module ALU(
input [15:0] A_bus,
input [15:0] B_bus,
input [2:0] operation,
input [3:0] shift,
input clk,
output reg [15:0] C_bus,
output reg z_flag
);
parameter ADD = 3'b001;
parameter SUB = 3'b010;
parameter INC = 3'b011;
parameter DEC = 3'b100;
parameter LSHIFT = 3'b101;
parameter RSHIFT = 3'b110;
parameter RESET = 3'b111;
initial begin
    C_bus = 16'b0;
    z_flag = 1'b0;
end
always@(posedge clk)
    begin
    case(operation)
        ADD : C_bus <= A_bus + B_bus;
        SUB : begin
        C_bus = A_bus - B_bus;
        z_flag = (C_bus == 16'b0) ? 1'b1 : 1'b0;
        end
        INC : C_bus <= A_bus + B_bus + 1;
        DEC : begin
        C_bus = A_bus + B_bus - 1;
        z_flag = (C_bus == 16'b0) ? 1'b1 : 1'b0;
        end
        RSHIFT : C_bus <= A_bus >> shift;
        LSHIFT : C_bus <= A_bus << shift;
        RESET : C_bus <= 16'b0;
    endcase 
    end
endmodule
`timescale 1ns / 1ps
module AR(
input [15:0] in_bus,
input Write,
input Mem_Read,
input Mem_Write,
input clk,
input Ins_Con,
input [7:0] TR_AR,
input [7:0] MBR_AR,
output reg [15:0] out_bus
);
initial begin
    out_bus = 16'b0; 
end
always@(posedge clk)
        begin
            if (Ins_Con) begin
                    out_bus[15:8] <= TR_AR; 
                    out_bus[7:0] <= MBR_AR; 
                end
            if (Write) begin
                out_bus <= in_bus;
            end
        end
endmodule
`timescale 1ns / 1ps
module CPU(
input [2:0] Op, 
input [3:0] shift, 
input clk,
input fetch, 
input Decode, 
input PC1, 
input Read_AC, 
input [1:0] Ins_Con, 
input Mem_Read, 
input Mem_Write, 
input [14:0] Read_RL, 
input [17:0] Write_RL, 
input [7:0] IM_OUT,
output wire [7:0] memory_in,
output wire [15:0] address,
input [7:0] memory_out,
output wire[7:0] Dec_IN,
output wire [15:0] IM_IN,
output wire z_flag,
output wire [15:0] C_bus,
output wire [15:0] A_bus, B_bus,
output wire finish_signal
);
wire [15:0] B_0;
wire [15:0] B_1;
wire [15:0] B_2;
wire [15:0] B_3;
wire [15:0] B_4;
wire [15:0] B_5;
wire [15:0] B_6;
wire [15:0] B_7;
wire [15:0] B_8;
wire [15:0] B_9;
wire [15:0] B_10;
wire [15:0] B_11;
wire [15:0] B_12;
wire [15:0] B_13;
wire [15:0] B_14;
wire [7:0] AR_PC_TR;
wire [7:0] AR_PC_MBR;
assign B_bus = B_0|B_1|B_2|B_3|B_4|B_5|B_6|B_7|B_8|B_9|B_10|B_11|B_12|B_13|B_14;
R AC(.in_bus(C_bus), .out_bus(A_bus), .Read(Read_AC), .Write(Write_RL[0]), .clk(clk));
R R(.in_bus(C_bus), .out_bus(B_0), .Read(Read_RL[0]), .Write(Write_RL[1]), .clk(clk));
R R1(.in_bus(C_bus), .out_bus(B_1), .Read(Read_RL[1]), .Write(Write_RL[2]), .clk(clk));
R R2(.in_bus(C_bus), .out_bus(B_2), .Read(Read_RL[2]), .Write(Write_RL[3]), .clk(clk));
R R3(.in_bus(C_bus), .out_bus(B_3), .Read(Read_RL[3]), .Write(Write_RL[4]), .clk(clk));
R R4(.in_bus(C_bus), .out_bus(B_4), .Read(Read_RL[4]), .Write(Write_RL[5]), .clk(clk));
R R5(.in_bus(C_bus), .out_bus(B_5), .Read(Read_RL[5]), .Write(Write_RL[6]), .clk(clk));
R R6(.in_bus(C_bus), .out_bus(B_6), .Read(Read_RL[6]), .Write(Write_RL[7]), .clk(clk));
R R7(.in_bus(C_bus), .out_bus(B_7), .Read(Read_RL[7]), .Write(Write_RL[8]), .clk(clk));
R R8(.in_bus(C_bus), .out_bus(B_8), .Read(Read_RL[8]), .Write(Write_RL[9]), .clk(clk));
R R9(.in_bus(C_bus), .out_bus(B_9), .Read(Read_RL[9]), .Write(Write_RL[10]), .clk(clk));
R R10(.in_bus(C_bus), .out_bus(B_10), .Read(Read_RL[10]), .Write(Write_RL[11]), .clk(clk));
R R11(.in_bus(C_bus), .out_bus(B_11), .Read(Read_RL[11]), .Write(Write_RL[12]), .clk(clk));
PC PC(.in_bus(C_bus), .out_bus(IM_IN), .fetch(fetch), .Write(Write_RL[13]), .clk(clk), .PC1(PC1), .Ins_Con(Ins_Con[1]),
.TR_PC(AR_PC_TR), .MBR_PC(AR_PC_MBR), .finish_signal(finish_signal)); 
IR IR(.in_bus(C_bus), .out_bus(Dec_IN), .Decode(Decode), .Write(Write_RL[14]), .clk(clk));
MBR MBR(.in_bus(IM_OUT), .out_bus(B_12), .Read(Read_RL[12]), .fetch(fetch), .clk(clk), .AR_PC_MBR(AR_PC_MBR)); 
TR TR(.in_bus(C_bus), .out_bus(B_13), .Read(Read_RL[13]), .Write(Write_RL[15]), .clk(clk), .AR_PC_TR(AR_PC_TR)); 
DR DR(.in_bus(C_bus), .out_bus(B_14), .Read(Read_RL[14]), .Write(Write_RL[16]), .clk(clk), .Mem_Read(Mem_Read),
.Mem_Write(Mem_Write), .memory_in(memory_in), .memory_out(memory_out));
AR AR(.in_bus(C_bus), .out_bus(address), .Write(Write_RL[17]), .Mem_Read(Mem_Read), .Mem_Write(Mem_Write), .clk(clk),
.Ins_Con(Ins_Con[0]), .TR_AR(AR_PC_TR), .MBR_AR(AR_PC_MBR)); 
ALU alu(.A_bus(A_bus), .B_bus(B_bus), .operation(Op), .clk(clk), .C_bus(C_bus), .z_flag(z_flag), .shift(shift));  
endmodule
`timescale 1ns / 1ps
module DR(
input [15:0] in_bus,
input Read,
input Write,
input clk,
input Mem_Read,
input Mem_Write,
input [7:0] memory_out,
output reg [7:0] memory_in,
output reg [15:0] out_bus
);
reg [7:0] register;
initial begin
    register = 8'b0;
    memory_in = 8'b0;
end
always@(posedge clk)
        begin
            if (Read) begin
                out_bus[15:8] <= 8'b0;
                out_bus[7:0] <= register;
            end else begin
                out_bus <= 16'b0;
            end
            if (Write) begin
                register <= in_bus[7:0];
                memory_in <= in_bus[7:0];
            end
            if (Mem_Read) begin
                register <= memory_out;
                memory_in <= memory_out;
            end
        end
endmodule
`timescale 1ns / 1ps
module IR(
input [15:0] in_bus,
input Decode,
input Write,
input clk,
output reg [7:0] out_bus
);
initial begin
    out_bus = 8'b0;
end
always@(posedge clk)
        begin
            if (Write) begin
                out_bus <= in_bus[7:0];
            end
        end 
endmodule
`timescale 1ns / 1ps
module MBR(
input [7:0] in_bus,
input Read,
input fetch,
input clk,
output reg [7:0] AR_PC_MBR, 
output reg [15:0] out_bus
);
reg [7:0] register;
initial begin
    register = 8'b0;
    AR_PC_MBR = 8'b0;
end
always@(posedge clk)
        begin
            if (Read) begin
                out_bus[15:8] <= 8'b0;
                out_bus[7:0] <= register;
            end else begin
                out_bus <= 16'b0;
            end
            if (fetch) begin
                register <= in_bus;
                AR_PC_MBR <= in_bus;
            end
        end
endmodule
`timescale 1ns / 1ps
module PC(
input [15:0] in_bus,
input fetch,
input Ins_Con,
input Write,
input clk,
input PC1,
input [7:0] TR_PC,
input [7:0] MBR_PC,
output reg [15:0] out_bus,
output reg finish_signal
);
initial begin
    out_bus = 16'b0; 
    finish_signal = 0;
end
always@(posedge clk)
    begin
        if (Ins_Con) begin
            out_bus[15:8] <= TR_PC; 
            out_bus[7:0] <= MBR_PC; 
        end
        if (Write) begin
            out_bus <= in_bus;  
        end
        if (PC1) begin
            out_bus <= out_bus + 1; 
        end
    if (out_bus==333) begin
        finish_signal <= 1;
    end
    end
endmodule
`timescale 1ns / 1ps
module R(
    input [15:0] in_bus,
    input Read,
    input Write,
    input clk,
    output reg [15:0] out_bus
    );
    reg [15:0] register;
    initial begin
        register = 16'b0;
    end
    always@(posedge clk)
            begin
                if (Read) begin
                    out_bus <= register;
                end else begin
                    out_bus <= 16'b0;
                end
                if (Write) begin
                    register <= in_bus;
                end
            end
endmodule
`timescale 1ns / 1ps
module TR(
input [15:0] in_bus,
input Read,
input Write,
input clk,
output reg [7:0] AR_PC_TR, 
output reg [15:0] out_bus
);
reg [7:0] register;
initial begin
    register = 8'b0;
    AR_PC_TR = 8'b0;
end
always@(posedge clk)
        begin
            if (Read) begin
                out_bus[15:8] <= 8'b0;
                out_bus[7:0] <= register;
            end else begin
                out_bus <= 16'b0;
            end
            if (Write) begin
                register <= in_bus[7:0];
                AR_PC_TR <= in_bus[7:0];
            end
        end
endmodule
```
==> metrics.log <==
[flow] collecting metrics
[metrics] combined area of all synthesized cells: 0.0207 sq mm
[metrics] number of gates resized after cts: 0
[metrics] core region area: 0.0408 sq mm
[metrics] I/O pin count: 163
[metrics] post-synthesis cell count: 1,639
[metrics] net switching power figure: 1.13 mW
[metrics] Max transition margin: 35.0%
[metrics] synth warn: 8
[metrics] class of the worst hold path: reg -> reg
[metrics] die boundary width: 205 um
[metrics] number of enable-type register cells in the synthesized netlist: 290
[metrics] drt drc: 0
[metrics] post-layout power: 4.30 mW
[metrics] async set-or-reset flop fraction in the synthesized netlist: 0%
[metrics] Clock Root Buffer: clkbuf_16
[metrics] setup slack after layout: 7.44 ns
[metrics] startpoint type of the worst setup path: input port
[metrics] clock tree from TritonCTS: built
[metrics] wire length per cell: 22.6 um
[metrics] full die area: 0.0422 sq mm
[metrics] mean cell area of the mapped netlist: 12.6 sq um
[metrics] antenna diode instance count: 0
[metrics] antenna violations before repair: 1
[metrics] count of TritonRoute iterations in the first routing pass: 5
[metrics] run status: finished, final reports clean
[metrics] cell count after placement: 2,308
[metrics] worst setup timing slack at the placement stage: 6.99 ns
[metrics] Worst-path clk slew: 0.06 ns
[metrics] detailed placer's ending HPWL: 37,400 um
[metrics] CP required: 13.15 ns
[metrics] pin count of the biggest net entering global routing: 44
[metrics] Clock Path Buffers: 3
[metrics] number of global-route vias before repair: 13,000
[metrics] crit end category: flip-flop
[metrics] yosys stat cell total: 1,639
[metrics] critical path peak fanout: 20
[metrics] switch share: 26.4%
[metrics] design internal power: 3.17 mW
[metrics] post-layout minimum cycle time: 5.46 ns
[metrics] arrival time at the worst endpoint: 5.71 ns
[metrics] worst setup skew after layout: 0.0113 ns
[metrics] vias per cell: 5.55
[metrics] PD cells: 175 mW/mm^2
[metrics] top logic cell by instance count in the layout: edfxtp_1
[metrics] non-filler instance count after layout: 2,398
[metrics] setup repair after global routing missed its margin: false
[metrics] aggregate negative setup slack: 0 ns
[metrics] Worst-Skew Late Latency: 0.57 ns
[metrics] clock power share: 31.9%
[metrics] final worst hold slack: 0.439 ns
[metrics] most used cells in the layout excluding fill and tap cells: edfxtp_1, and2_1, dfxtp_1
[metrics] transition time at the pin with the least slew margin: 0.959 ns
[metrics] number of distinct library cells after synthesis: 88
[metrics] post-detailed-route count of antenna-violating nets: 0
[metrics] final setup violating endpoints: 0
[metrics] FF+latch count, synth: 522
[metrics] number of core rows: 74
[metrics] VDD IR max: 0.114 mV
[metrics] sequential group share of total power: 49.9%
[metrics] fraction of layout cells with a size suffix above 1: 9.97%
[metrics] GRT Residual Overflow: 0
[metrics] number of DRC markers in iteration 0: 780
[metrics] final cycle utilization of the critical path: 42.3%
[metrics] number of buffers inserted during clock tree synthesis: 49
[metrics] upper clock frequency limit: 0.183 GHz
[metrics] final wirelength: 54,200 um
[metrics] area reported by Yosys stat: 0.0207 sq mm
[metrics] routability congestion estimate: 0.968
[metrics] count of input and output buffers: 160
[metrics] overall track demand over capacity in global routing: 28.6%
[metrics] register share after synthesis: 64.5%
[metrics] final-report hold violation count: 0
[metrics] clk sinks: 522
[metrics] count of maximum capacitance violations: 0
[metrics] combinational fraction of design power: 18.2%
[metrics] starting utilization of the core area: 50.7%
[metrics] Synth-to-Final Area Change: 18.6%
[metrics] area of all placed cells without fillers: 0.0245 sq mm
[metrics] area of placed instances: 0.0230 sq mm
[metrics] Layout Utilization: 60.1%
[metrics] number of max-slew violations in the final report: 0
[metrics] hold-fix buffer count after cts: 0
[metrics] Post-CTS Repair Setup Buffers: 0
[metrics] type of the setup path with the least slack: in -> reg
[metrics] maximum level of the CTS H-tree: 2
[metrics] vertical extent of the die: 205 um
[metrics] leakage dissipation: 9.22 nW
[metrics] predominant post-synthesis flop cell: edfxtp_1
[metrics] total number of warnings across the stage logs: 45
[metrics] via count of the routed design: 13,300
[metrics] global-route wire length before repair: 80,700 um
[path summary, 6_finish.rpt]
path,end,startpoint,slack (ns),cells after the start
min reg2reg,R11.out_bus[14]$_SDFF_PN0_,R11.register[14]$_DFFE_PP_,0.44,1
max,alu.C_bus[15]$_DFFE_PP_,Op[0],7.44,9
max reg2reg,alu.C_bus[15]$_DFFE_PP_,R7.out_bus[4]$_SDFF_PN0_,7.73,12
min,R11.out_bus[14]$_SDFF_PN0_,R11.register[14]$_DFFE_PP_,0.44,1
[Yosys cell counts, types with 36 or more instances]
library cell | n | share of area (%)
inv_1 | 39 | 0.71
edfxtp_1 | 290 | 42
nand3_1 | 41 | 0.99
nor3_1 | 36 | 0.87
nor4_1 | 61 | 1.8
xnor2_1 | 45 | 1.9
o21ai_0 | 71 | 1.7
a21oi_1 | 57 | 1.4
nand2_1 | 50 | 0.91
and2_1 | 235 | 7.1
clkbuf_1 | 56 | 1.0
mux2i_1 | 37 | 1.8
dfxtp_1 | 232 | 22
nor2_1 | 71 | 1.3
[final cells by class]
type | instances | area [sq um]
Fill cell | 3228 | 16300
Sequential cell | 522 | 13400
Multi-Input combinational cell | 1008 | 6880
Timing Repair Buffer | 205 | 1940
Clock buffer | 71 | 1370
Tap cell | 532 | 666
Clock inverter | 19 | 168
Inverter | 41 | 154
[per-layer routing]
layer | track usage (%) | up-vias | part of all wire, %
met4 | 7.80 | 2 | 3.2
met1 | 42.1 | 6403 | 40
met2 | 44.9 | 473 | 49
li1 | - | 6337 | -
met3 | 8.14 | 85 | 7.6
met5 | 0 | - | 0.020
[critical path, stage by stage]
cell and delay (ns):
clkdlybuf4s50_1 0.95, nor2b_1 0.19, nand2_1 0.13, or2_2 0.31, nor2_1 0.12, a311oi_1 0.76, o2111ai_1 0.30, a211oi_1 0.25
a311oi_1 0.12
[power by group through the flow]
stage / Clock, mW / Combinational, mW / Sequential (mW)
after CTS: 1.40 / 0.787 / 2.15
after global routing: 1.47 / 0.859 / 2.17
final: 1.37 / 0.784 / 2.15
[cell families after synthesis]
| logic type | Yosys count | share of synthesized area [%] |
|---|---|---|
| AND-OR/OR-AND | 250 | 8.11 |
| flip-flops | 522 | 64.5 |
| adder cells (fa/ha/maj) | 37 | 2.31 |
| multiplexers | 73 | 4.02 |
| AND/OR/NAND/NOR | 591 | 16.4 |
| other | 1 | 0.0181 |
| XOR/XNOR | 56 | 2.41 |
| buffers and inverters | 109 | 2.21 |
No activity file was given, so power comes from the tool's default toggle rates.
